==> flow/design.v <==
`timescale 1ns / 1ps
`default_nettype wire
module debounce(
    input  clk,   
    input  sig,   
    output pulse  
);
    reg state = 1;
    reg [7:0] cnt = 8'h0;
    reg [1:0] sync = 2'h0;
    wire max = &cnt;
    wire idle = (state == sync[1]);
    assign pulse = ~idle & max & state;
    always @(posedge clk) begin
        sync <= {sync[0], sig};
        if (idle)
            cnt <= 8'h0;
        else begin
            cnt <= cnt + 8'h1;
            if (max)
                state <= ~state;
        end
    end
endmodule
`timescale 1ns / 1ps
`default_nettype wire
module minispi(
    input  clk,
    input  spi_clk,
    output spi_miso,
    input  spi_mosi,
    input  spi_csn,
    input  [15:0] data_i,
    output [15:0] data_o,
    output spi_sot,  
    output spi_eot   
);
    reg [15:0] spi_shift;
    assign data_o = spi_shift;
    assign spi_miso = spi_shift[15];
    reg       spi_mosi_smp;
    reg [2:0] spi_clk_sync;
    reg [2:0] spi_csn_sync;
    wire csn_dn = (spi_csn_sync[2:1] == 2'b10);
    wire csn_up = (spi_csn_sync[2:1] == 2'b01);
    wire clk_dn = (spi_clk_sync[2:1] == 2'b10);
    wire clk_up = (spi_clk_sync[2:1] == 2'b01);
    assign spi_sot = csn_dn;
    assign spi_eot = csn_up;
    always @(posedge clk) begin
        spi_clk_sync <= {spi_clk_sync[1:0], spi_clk};
        spi_csn_sync <= {spi_csn_sync[1:0], spi_csn};
        if (clk_up)
            spi_mosi_smp <= spi_mosi;
        if (csn_dn)
            spi_shift <= data_i;
        else if (clk_dn)
            spi_shift <= {spi_shift[14:0], spi_mosi_smp};
    end
endmodule
`default_nettype wire
`timescale 1ns / 1ps
module pulsemeter(
    input  clk,
    input  spi_clk,
    output spi_miso,
    input  spi_mosi,
    input  spi_csn,
    input  pulse_in,
    output reg led_d2,
    output reg led_d3
);
    reg [15:0]  pulse_cnt = 16'h0;
    wire        pulse;
    wire        spi_sot;
    wire        spi_eot;
    wire [15:0] data_o;
    always @(posedge clk) begin
        if (spi_sot)
            pulse_cnt <= (pulse) ? 1 : 0;
        else if (pulse)
            pulse_cnt <= pulse_cnt + 1;
        if (spi_eot)
            {led_d3, led_d2} <= ~data_o[1:0];
    end
    minispi spi(
        .clk(clk),
        .spi_clk(spi_clk),  .spi_csn(spi_csn),
        .spi_miso(spi_miso),.spi_mosi(spi_mosi),
        .data_i(pulse_cnt), .data_o(data_o),
        .spi_sot(spi_sot),  .spi_eot(spi_eot)
    );
    debounce db(.clk(clk), .sig(pulse_in), .pulse(pulse));
endmodule
==> flow/run.sh <==
#!/bin/bash
# OpenROAD 26Q1-2900-gdf79404cd8, Yosys 0.63+post, stock flow scripts
make -C /OpenROAD-flow-scripts/flow DESIGN_CONFIG=/design/flow/config.mk WORK_HOME=/design/flow/orfs finish
==> flow/config.mk <==
export PLATFORM = sky130hd
export DESIGN_NAME = pulsemeter
export DESIGN_NICKNAME = pulsemeter
export VERILOG_FILES = /design/flow/design.v
export SDC_FILE = /design/flow/constraint.sdc
export NUM_CORES = 4
export LEC_CHECK = 1
export CORE_UTILIZATION = 30
==> flow/constraint.sdc <==
current_design pulsemeter

set clk_period 3.3
set clk_io_pct 0.2

create_clock -name clk0 -period $clk_period [get_ports {clk}]

set non_clock_inputs [all_inputs -no_clocks]
set_input_delay [expr $clk_period * $clk_io_pct] -clock clk0 $non_clock_inputs
set_output_delay [expr $clk_period * $clk_io_pct] -clock clk0 [all_outputs]
==> summary.txt <==
State of the implementation.

- The per-cell routed wire length is 10.5 um, for reference.
- Among all cell types in the netlist, the one instantiated most often is nand2_1.
- By area the synthesized netlist is led by edfxtp_1, dfxtp_1, nand2_1.
- Looking at the VDD voltage map, the peak drop is 179 uV.
- Per the layout area report, the register area comes to 1400 sq um.
- The stat command in Yosys gives a chip area of 2210 sq um.
- The floorplan die area is 7720 sq um, for reference.
- The achievable frequency is 492 MHz, for reference.
- The proportion of register bits with asynchronous set or reset after synthesis is 0%, for reference.
- For the worst-skew pair, the clock arrives at the later sink with an insertion delay of 0.30 ns.
- The average cell area after synthesis is 11.2 sq um, for reference.
- Per the log, the first TritonRoute iteration ended with a DRC count of 97.
- The vertical die dimension is 87.9 um, for reference.
- After layout, the minimum clock period comes to 2.03 ns.
- Detailed placement ended at an HPWL of 2130 um.
- The run finished with clean final reports.
- Looking at the critical path, the highest net fanout was 22.
- The buffer levels on the longest clock path is 2, for reference.
- Counting flops and latches in the post-synthesis netlist gives 52.
- The area of the multi-input gates is 763 sq um, for reference.
- The total routing usage reported by global routing is 9.73%, for reference.
- The number of cells on the worst hold path is listed as 0.
- The yosys synthesis warning count is 3, for reference.
- The TritonCTS sink count is 52, for reference.
- The static leakage is 0.893 nW, for reference.
- The total power draw is 1.21 mW, for reference.
- The number of setup buffers added after CTS is 0, for reference.
- The total vias in the final route is 1302, for reference.
- Per report_power, the clock group accounts for 30.6% of the total.
- The worst path required time is 3.18 ns, for reference.
- The switching power of the nets is 0.266 mW, for reference.
- STA classifies the critical path endpoint as a register.
- The number of buffers inserted by hold repair at cts is 0, for reference.
- The count of placed standard cells in the final layout, fillers left out is 305, for reference.
- The number of standard-cell rows in the floorplan is 30, for reference.
- Routability-driven placement finished with a final weighted congestion of 0.766.
- Counting the fill cells in the layout gives 684.
- Final hold analysis gives a worst-case slack of 0.329 ns.
- The total negative slack is 0 ns, for reference.
- The clock-pin slew reported for the worst setup and hold paths after clock tree synthesis is 0.09 ns, for reference.
- The TritonCTS buffer count is 5, for reference.
- The switching power as a share of total power is 22.0%, for reference.
- The detailed-route vias per instance is 4.27, for reference.
- Synthesis produced a netlist whose cell count is 197.
- The count of nets left with antenna violations after detail routing is 0, for reference.
- In this run, synthesis inferred 36 flip-flops with an integrated enable.
- The tightest min-delay check is of the reg2reg type.
- The first global-routing pass estimated 5780 um of wire.
- The initial antenna violation count was 0.
- The placeable core area is 6940 sq um, for reference.
- The post-synthesis cell area is 2210 sq um, for reference.
- Summing over the stages, the warning tally comes to 25.
- The slew at the pin closest to its max-slew limit is 0.744 ns, for reference.
- The max-slew headroom at the worst pin is 50.4%, for reference.
- Looking at the power breakdown, sequential logic takes 63.0% of the total.
- Cells with a size suffix above 1 make up 9.09% of the layout.
- The number of detailed-routing iterations run before antenna repair is 4, for reference.
- The H-tree depth reported by CTS is 2, for reference.
- The fraction of the core area occupied by cells at floorplan is 31.9%, for reference.
- The synthesized design devotes to its leading area cell type 48.9% of total area.
- The number of cell instances after yosys synthesis is 197, for reference.
- By count the netlist is led by nand2_1, edfxtp_1, nor2_1.
- The most used flip-flop cell is edfxtp_1, for reference.
- Per the run report, area growth between synthesis and finish was 12.8%.
- The worst clock skew on the final layout is 0.00652 ns, for reference.
- The internal power summed over all cells is 0.947 mW, for reference.
- The horizontal extent of the die is 87.9 um, for reference.
- The largest net degree at the start of global routing is 23, for reference.
- Setup repair after global routing left no endpoint under its margin.
- The final global-route overflow total is 0, for reference.
- The type of the worst setup path is reg2reg, for reference.
- Measured on the finished design, the core utilization comes to 35.9%.
- The arrival time at the worst endpoint is 1.91 ns, for reference.
- The number of max-cap violations is 0, for reference.
- Logic depth along the worst register-to-register path is recorded as 2.
- For this run, design rule violations remaining after detail routing come to 0.
- The gate-level netlist out of Yosys references 30 unique cell types.
- For this design the ratio of total power to cell area is 487 nW/um^2.
- The relative contribution of combinational cells to total power is 6.5%, for reference.
- Per the detailed-route log, wirelength across all metal layers totals 3210 um.
- The startpoint kind of the worst setup timing path is a register, for reference.
- The final-report max-slew violation count is 0, for reference.
- Post-route period utilization is reported as 61.6%.
- Per the final timing report, the hold violations number 0.
- The final number of setup-violating endpoints is 0, for reference.
- In the Yosys report, the sequential cells make up 63.3% of the chip area.
- The number of gates resized after CTS is 0, for reference.
- The cell type with the largest total area is edfxtp_1, for reference.
- TritonCTS built the clock tree.
- The via count of the first global-routing pass is 1291, for reference.
- After detailed placement, the design holds a cell count of 297.
- The number of buffers inserted by port buffering is 7, for reference.
- The count of boundary I/O pins is 8, for reference.
- Clock tree synthesis selected as its root buffer the cell clkbuf_8.
- The antenna diode instance count is 0, for reference.
[worst paths after layout]
check | slack (ns) | start | endpoint
min | 0.33 | db.sync[0]$_DFF_P_ | db.sync[1]$_DFF_P_
max | 1.27 | spi.spi_csn_sync[1]$_DFF_P_ | pulse_cnt[13]$_SDFFCE_PP0P_
max reg2reg | 1.27 | spi.spi_csn_sync[1]$_DFF_P_ | pulse_cnt[13]$_SDFFCE_PP0P_
min reg2reg | 0.33 | db.sync[0]$_DFF_P_ | db.sync[1]$_DFF_P_
[layout make-up]
class,count,area share (%)
tap,96,4.81
clock buffer,7,3.46
clock inverter,1,0.351
sequential,52,56.2
multi-input combinational,132,30.6
timing repair buffer,9,3.41
inverter,8,1.20
[through the flow]
stage | setup WS (ns) | cell area [sq um]
2_1_floorplan | 1.36 | 2210
3_3_place_gp | 1.29 | 2400
3_5_place_dp | 1.25 | 2400
4_1_cts | 1.22 | 2490
5_1_grt | 1.02 | 2490
6_report | 1.27 | 2490
[critical path, cell delays in order (launching register included)]
cell and delay, ns:
dfxtp_1 0.37, nand2b_1 0.61, nand2_1 0.64
[cell families (layout without fill, tap and decap cells)]
group | after synthesis | after routing | share of synthesized area [%]
AOI/OAI and AO/OA | 13 | 13 | 3.11
DFF | 52 | 52 | 63.3
xor gates and xnor gates | 18 | 18 | 7.13
and+or+nand+nor | 98 | 98 | 22.6
buffers and inverters | 13 | 25 | 2.26
adders and majority gates | 2 | 2 | 1.13
muxes | 1 | 1 | 0.453
[power by group through the flow]
stage	Combinational (mW)	Sequential [mW]	Clock, mW
after CTS	0.0802	0.765	0.387
after global routing	0.0926	0.769	0.413
final	0.0786	0.764	0.371
[per-layer routing]
layer / wire length, um / vias up / track usage (%)
met5: 0 / - / 0
met4: 51 / 0 / 1.49
met3: 74 / 4 / 1.53
met2: 1350 / 15 / 14.9
met1: 1730 / 586 / 15.6
li1: - / 697 / -
[flip-flops by register name (all words and copies together), names as in the netlist]
signal and count:
db.cnt 8, led_d3 1, db.state 1, spi.spi_mosi_smp 1, spi.spi_csn_sync 3, pulse_cnt 16
spi.spi_shift 16, db.sync 2, spi.spi_clk_sync 3, led_d2 1
[placed cells by master (no fill, tap or decap), types with 2 or more instances in the layout]
| master | instances |
|---|---|
| nor2_1 | 20 |
| or3_1 | 2 |
| inv_1 | 8 |
| xnor2_1 | 14 |
| nor2b_1 | 3 |
| xor2_1 | 4 |
| nand2_1 | 43 |
| clkdlybuf4s50_1 | 7 |
| o21ai_0 | 8 |
| buf_4 | 2 |
| nor4_2 | 2 |
| edfxtp_1 | 36 |
| a21oi_1 | 3 |
| ha_1 | 2 |
| nor3_2 | 2 |
| nor3_1 | 5 |
| clkbuf_8 | 6 |
| dfxtp_1 | 16 |
| nand4_2 | 2 |
| nand3_1 | 10 |
Power is estimated from default activity; no workload was simulated.
